$ cat run.sh
#!/bin/bash
# OpenROAD 26Q1-2900-gdf79404cd8, Yosys 0.63+post, stock flow scripts
make -C /OpenROAD-flow-scripts/flow DESIGN_CONFIG=/design/flow/config.mk WORK_HOME=/design/flow/orfs finish
$ cat config.mk
export PLATFORM = sky130hd
export DESIGN_NAME = Adder
export DESIGN_NICKNAME = Adder
export VERILOG_FILES = /design/flow/design.v
export SDC_FILE = /design/flow/constraint.sdc
export NUM_CORES = 4
export LEC_CHECK = 1
export CORE_UTILIZATION = 30
$ cat constraint.sdc
current_design Adder

set clk_period 36.7
set clk_io_pct 0.2

create_clock -name clk0 -period $clk_period

set non_clock_inputs [all_inputs -no_clocks]
set_input_delay [expr $clk_period * $clk_io_pct] -clock clk0 $non_clock_inputs
set_output_delay [expr $clk_period * $clk_io_pct] -clock clk0 [all_outputs]
$ cat design.v
module Adder(
  input         clock,
  input         reset,
  input  [63:0] io_src0,
  input  [63:0] io_src1,
  output [63:0] io_result
);
  assign io_result = io_src0 + io_src1;  
endmodule
==> flow_metrics.tcl <==
# metrics dict for downstream scripts
set metrics [dict create \
    status "finished, final reports clean" \
    endpoint_kind "primary output" \
    fmax_mhz 54.9 \
    die_y_um 115 \
    nClkBuffers 0 \
    grt_setup_unrepaired "no" \
    grt_pass1_wl_um 21200 \
    pwr-share-clk_pct 0 \
    grt_usage_pct 19.7 \
    post_cts_buffers 0 \
    ys_area_sq_um 3820 \
    intPower_mw 0.0661 \
    fp_util_pct 31.3 \
    hold_path.class "primary input to primary output" \
    total_power_mw 0.115 \
    syn_avg_cell_area_sq_um 6.88 \
    stdcell_count 894 \
    setup_violations 0 \
    p_sw_mw 0.0485 \
    fin_hold_ws_ns 15.71 \
    cts_resized 0 \
    critical_path.max_fanout 5 \
    pwr-share-seq_pct 0 \
    switching_share_pct 42.3 \
    rows 40 \
    setup_tns_ns 0 \
    power.density_nw_per_um2 19.6 \
    place_ws_ns 18.47 \
    vias 4684 \
    yosysUniqueCellTypes 65 \
    area_leaders "ha_1 21%, a21oi_1 9.8%, xnor2_1 8.5%, a21o_1 6.9%, xor2_1 5.3%" \
    area_growth_syn_to_layout_pct 53.0 \
    cp.required_ns 29.36 \
    ir_worst_vdd_mv 0.00803 \
    postCtsHoldBufs 0 \
    ant_nets 0 \
    comb_area_sq_um 3660 \
    fill_cells 1224 \
    vias_per_cell 5.24 \
    die_area_sq_um 13200 \
    placed_cell_area_sq_um 5840 \
    initialDrtViolationCount 304 \
    io_pins 194 \
    maxCapViolations 0 \
    finalHoldViolations 0 \
    yosysCellCount 555 \
    wire_per_inst_um 14.8 \
    finalMaxSlewViolations 0 \
    pwr-share-comb_pct 100.0 \
    core_area_sq_um 12200 \
    fin_util_pct 47.8 \
    worst_pin_slew_ns 0.534 \
    overflow 0 \
    placed_cells 894 \
    antenna_cells 0 \
    warnings 34 \
    drc_errors 0 \
    critical-path-slowest-cell "o32ai_1" \
    period_used_pct 49.6 \
    dieWidth_um 115 \
    gp_congestion 0.921 \
    grt_max_degree 12 \
    leakage_nw 2.42 \
    ys_warn_count 0 \
    ff_count 0 \
    seq_area_sq_um 0 \
    synth_seq_share_pct 0 \
    antenna_found_initial 0 \
    crit_arrival_ns 10.87 \
    io_buffers 192 \
    hpwl_um 11700 \
    crit_chain "clkdlybuf4s50_1, ha_1, fa_1, a21oi_2, nor2_1, nor4_4, nor2_1, a21oi_4, a21oi_1, o32ai_1, o21ai_1, xor2_1, clkdlybuf4s50_1" \
    stdcell_area_sq_um 5840 \
    syn_inst 555 \
    grt_pass1_vias 4396 \
    slew_headroom_pct 64.0 \
    holdPathStages 3 \
    largest_area_cell "ha_1" \
    fin_crit_ns 18.21 \
    netlist_area_sq_um 3820 \
    critPathMaxStageDelay_ns 0.51 \
    wl_um 13200 \
    worst_slack_ns 18.49 \
    layout-drive-gt1-share_pct 3.31 \
    first_pass_iters 4 \
    start_kind "primary input" \
    top_area_share_pct 20.7 \
    path_class "primary input to primary output" \
]
-- layout make-up --
class / count / area share [%]
Multi-Input combinational cell: 520 / 62.6
Timing Repair Buffer: 192 / 32.9
Inverter: 14 / 0.900
Tap cell: 168 / 3.60
-- metal layers --
layer	routed length, um	vias up	GRT usage, %
li1	-	2424	-
met2	5870	139	31.4
met5	0	-	0
met4	115	0	1.90
met1	6550	2113	30.3
met3	700	8	1.23
-- kinds of logic after synthesis --
logic type | Yosys count | share of synthesized area, %
AND-OR/OR-AND | 217 | 37.2
buffers and inverters | 35 | 4.20
AND/OR/NAND/NOR | 179 | 23.6
XOR/XNOR | 60 | 13.8
adder cells (fa/ha/maj) | 64 | 21.2
-- worst paths after layout --
check,slack (ns),from,endpoint
worst min-delay path,15.71,io_src1[0],io_result[0]
worst max-delay path,18.49,io_src0[0],io_result[44]
-- cell usage after synthesis, types with 3 or more instances --
master / number
nand2_1: 52
buf_4: 3
o21bai_1: 13
nor3_1: 9
ha_1: 63
o21a_1: 7
o21ai_0: 23
and3_1: 6
a31oi_1: 6
nor2_1: 39
a21oi_2: 4
inv_1: 14
xnor2_1: 37
and2_1: 3
buf_2: 13
a41oi_1: 3
nand3_1: 18
o21ai_2: 4
xor2_1: 23
or3_1: 3
a21oi_1: 75
nor2b_1: 6
a21o_1: 35
o21ai_1: 15
a211oi_1: 3
nand2b_1: 5
o211ai_1: 4
nand3b_1: 4
clkbuf_1: 4
nand4_1: 17
-- placed cells by master, fill, tap and decap left out, types with 2 or more instances in the layout --
cell             netlist  layout
and3_1                 6       6
nand2b_1               5       5
nor2_1                39      39
and2_1                 3       3
or3_1                  3       3
nand3_1               18      18
o21ai_2                4       4
a21oi_2                4       4
o21ai_0               23      23
nand3b_1               4       4
nor2b_1                6       6
o21bai_1              13      13
xor2_1                23      23
a21o_1                35      35
nor2_2                 2       2
xnor2_1               37      37
inv_1                 14      14
clkdlybuf4s50_1        0     192
o21ai_1               15      15
nor3_1                 9       9
a21boi_2               2       2
a31oi_1                6       6
o211ai_1               4       4
o31a_1                 2       2
o311ai_1               2       2
or2_1                  2       2
a211oi_1               3       3
nand2_1               52      52
a41oi_1                3       3
o21a_1                 7       7
ha_1                  63      63
nand2_2                2       2
a21boi_0               2       2
and4_1                 2       2
nor4_1                 2       2
a21oi_1               75      75
nand4_1               17      17
-- critical path: cells and delay by family --
family / cells / cell delay (ns)
AOI/OAI and AO/OA: 5 / 1.24
xor gates and xnor gates: 1 / 0.16
adders and majority gates: 2 / 0.66
buffers and inverters: 2 / 0.88
and+or+nand+nor: 3 / 0.57
-- power by group through the flow --
stage	logic, mW	clock network [mW]	registers (mW)
global route	0.126	0	0
CTS	0.115	0	0
finish	0.115	0	0
Power is estimated from default activity; no workload was simulated.
